`./run.sh`:
```
#!/bin/bash
# OpenROAD 26Q1-2900-gdf79404cd8, Yosys 0.63+post, stock flow scripts
make -C /OpenROAD-flow-scripts/flow DESIGN_CONFIG=/design/flow/config.mk WORK_HOME=/design/flow/orfs finish
```
`./config.mk`:
```
export PLATFORM = sky130hd
export DESIGN_NAME = Uart_TopModule
export DESIGN_NICKNAME = Uart_TopModule
export VERILOG_FILES = /design/flow/design.v
export SDC_FILE = /design/flow/constraint.sdc
export NUM_CORES = 4
export LEC_CHECK = 1
export CORE_UTILIZATION = 30
```
`./constraint.sdc`:
```
current_design Uart_TopModule

set clk_period 3.5
set clk_io_pct 0.2

create_clock -name clk0 -period $clk_period [get_ports {clk}]

set non_clock_inputs [all_inputs -no_clocks]
set_input_delay [expr $clk_period * $clk_io_pct] -clock clk0 $non_clock_inputs
set_output_delay [expr $clk_period * $clk_io_pct] -clock clk0 [all_outputs]
```
`./design.v`:
```
module BaudRate_Generator #(
    parameter clk_rate = 50000000,      
    parameter baud_rate = 9600          
)(
    input clk,
    input rst,                          
    output reg tx_rate,
    output reg rx_rate
);
    parameter integer tx_count = clk_rate / baud_rate;
    parameter integer rx_count = clk_rate / baud_rate;
    reg [$clog2(tx_count)-1:0] tx_counter;
    reg [$clog2(rx_count)-1:0] rx_counter;
    always @(posedge clk or negedge rst) begin
        if (!rst) begin
            tx_counter <= 0;
            tx_rate <= 0;
        end
        else if (tx_counter == tx_count - 1) begin
            tx_counter <= 0;
            tx_rate <= ~tx_rate;
        end
        else begin
            tx_counter <= tx_counter + 1;
        end
    end
    always @(posedge clk or negedge rst) begin
        if (!rst) begin
            rx_counter <= 0;
            rx_rate <= 0;
        end
        else if (rx_counter == rx_count - 1) begin
            rx_counter <= 0;
            rx_rate <= ~rx_rate;
        end
        else begin
            rx_counter <= rx_counter + 1;
        end
    end
endmodule
module Uart_RX (
    input clk,
    input rst,
    input r_data,
    input baud_tick,
    output reg [7:0] r_out,
    output reg r_busy,
    output reg r_done
);
    parameter idle = 2'b00, 
              data  = 2'b10,
              stop  = 2'b11;
    reg [1:0] state, nxt_state;
    reg [7:0] rego;
    reg [2:0] check;
    reg baud_tick_d;
    wire tick = baud_tick & ~baud_tick_d;
    always @(posedge clk or negedge rst) begin
        if (!rst)
            baud_tick_d <= 0;
        else
            baud_tick_d <= baud_tick;
    end
    always @(posedge clk or negedge rst) begin
        if (!rst)
            state <= idle;
        else if (tick)
            state <= nxt_state;
    end
    always @(*) begin
        nxt_state = state;  
        case (state)
            idle:  if (!r_data) nxt_state = data;
            data:  nxt_state = (check == 4'd7) ? stop : data;
            stop:  nxt_state = idle;
        endcase
    end
    always @(posedge clk or negedge rst) begin
        if (!rst) begin
            rego   <= 0;
            check  <= 0;
            r_busy <= 0;
            r_done <= 0;
            r_out  <= 0;
        end else if (tick) begin
            r_done <= 0;  
            case (state)
                idle: begin
                    if(!r_data)
                    r_busy <= 1;
                    check<=0;
                end
                data: begin
                    rego[check] <= r_data;
                        check <= check + 1;
                end
                stop: begin
                    r_busy <= 0;
                    r_out  <= rego;
                    r_done <= 1;
                end
            endcase
        end
    end
endmodule
module Uart_TX (
    input clk,
    input rst,
    input [7:0] data_in,
    input t_start,
    input baud_tick,
    output reg d_out,
    output reg t_busy
);
    parameter idle  = 2'b00,
              start = 2'b01,
              data  = 2'b10,
              stopp = 2'b11;
    reg [1:0] state, nxt_state;
    reg [7:0] rego;
    reg [2:0] check;
    reg baud_tick_d;
    wire tick = baud_tick & ~baud_tick_d;
    always @(posedge clk or negedge rst) begin
        if (!rst)
            baud_tick_d <= 0;
        else
            baud_tick_d <= baud_tick;
    end
    always @(posedge clk or negedge rst) begin
        if (!rst)
            state <= idle;
        else if (tick)
            state <= nxt_state;
    end
    always @(posedge clk or negedge rst) begin
        if (!rst) begin
            rego <= 0;
            check <= 0;
            t_busy <= 0;
            d_out <= 1;
        end
        else if (tick) begin
            case (state)
                idle: begin
                    if (t_start) begin
                        rego <= data_in;
                        check <= 0;
                        t_busy <= 1;
                        d_out <= 1; 
                    end
                    else begin
                        t_busy <= 0;
                        d_out <= 1;   
                    end
                end
                start: begin
                    d_out <= 0;   
                end
                data: begin
                    d_out <= rego[check];
                    check <= check + 1;
                end
                stopp: begin
                    d_out <= 1;      
                    t_busy <= 0;
                end
            endcase
        end
    end
    always @(*) begin
        case (state)
            idle: begin
                if (t_start)
                    nxt_state = start;
                else
                    nxt_state = idle;
            end
            start:
                nxt_state = data;
            data:
                nxt_state = (check == 3'd7)? stopp : data;
            stopp:
                nxt_state = idle;
            default:
                nxt_state = idle;
        endcase
    end
endmodule
module Uart_TopModule #(
    parameter clk_rate = 50000000,
    parameter baud_rate = 9600
)(
    input clk,
    input rst,
    input [7:0] data,
    input t_start,
    output wire tx_out,
    output wire [7:0] rx_data_out,
    output wire r_stop
);  
    wire t_baud, r_baud;
    wire t_busy, r_busy;
    BaudRate_Generator #(
        .clk_rate(clk_rate),
        .baud_rate(baud_rate)
    ) g1 (
        .clk(clk),
        .rst(rst),
        .tx_rate(t_baud),
        .rx_rate(r_baud)
    );
    Uart_TX t1(
        .clk(clk),
        .rst(rst),
        .data_in(data),
        .t_start(t_start),
        .baud_tick(t_baud),
        .d_out(tx_out),
        .t_busy(t_busy)
    );
    Uart_RX r1(
        .clk(clk),
        .rst(rst),
        .r_data(tX_out),
        .baud_tick(r_baud),
        .r_out(rx_data_out),
        .r_busy(r_busy),
        .r_done(r_stop)
    );
endmodule
```
==> results.tsv <==
metric	value	unit
Synth cell types	39	
YS warnings	5	
Clock Pin Slew Worst Setup and Hold Paths	0.08	ns
Lkg Pwr	1.63	nW
Register-to-Register Setup Slack	1.60	ns
Area growth syn-to-layout	19.0	%
power per cell area	416	nW/µm²
register area	1730	µm²
Hold Fails Final Rpt	0	
Die Wd	102	µm
Critical-path top delay cell	dfstp_2	
Setup Crit Path Kind	flop to primary output	
Critical Path Start	t1.d_out	
die area	10300	µm²
Max IR drop VDD	0.000208	V
Seq pwr share	0.541	
clock root cell	clkbuf_8	
DRC viols	0	
hold buffer count at cts	0	
worst-margin pin slew	0.638	ns
clock buffer depth	2	
startpoint class of the critical path	flop	
setup TNS	0	ns
GPL Wtd Cong	0.805	
OpenROAD warnings	28	
Final Non-Filler Cells	410	
Post-Syn Area	2970	µm²
Worst setup endpoint	tx_out	
Power Internal	1.16	mW
FILL cells	897	
Core Footprint	9420	µm²
Slew Viols, Final	0	
FF-to-FF Start	g1.rx_rate	
# Cells Yosys	245	
Mapped Cells	245	
RSZ-0062 raised after global routing	false	
synthesized area per cell	12.1	µm²
switching power	0.315	mW
placed cells	394	
combinational power share	0.019	
worst-path fanout max	2	
GRT Overall Usage	0.103	
final wirelength	4690	µm
Vias per Instance	4.57	
total iterations of the first detailed-routing run	4	
Detail Route Antenna Nets	0	
drt initial violations	43	
Place WS	1.41	ns
synthesis area per yosys	2970	µm²
max incr delay on CP	0.53	ns
most used flip-flop cell	dfrtp_1	
first-pass GRT wire length	8390	µm
Synth flops	69	
Rows	35	
critical path endpoint category	primary output	
total setup buffers inserted after CTS	0	
largest net degree at the start of global routing	30	
Ports	21	
sw frac	0.214	
CTS Sinks	69	
number of cells on the critical path	1	
Reg2Reg Depth	4	
TritonCTS clock tree	done	
Seq share, synth	0.582	
post-DP HPWL	3230	µm
htree depth	3	
CP Cell Sequence	clkdlybuf4s50_1	
most common logic cells in the final layout	66 x dfrtp_1, 19 x nand2_1, 19 x clkdlybuf4s50_1	
Clock power frac	0.440	
fraction of layout cells with a size suffix above 1	0.149	
WP buf/inv	1	
die height	102	µm
Via Count	1875	
status	completed	
TritonCTS Buffers	9	
Initial Utilization	0.316	
post-cts resize count	0	
CP top delay family	flip-flops	
Synth async-reset ratio	1.00	
Tcrit/Tclk final	0.572	
min cycle time layout	2.00	ns
Worst Hold Class	input port to async pin	
vias in the first global route	1773	
Fmax achieved	500	MHz
Overflow after GRT	0	
skew final	0.0105	ns
initial antenna violation count	0	
Post-synth EDFFs	0	
worst skew pair latency	0.33	ns
MI comb area	1190	µm²
worst setup margin	1.50	ns
Arr. time, crit path	1.30	ns
most frequent logic cell in the layout	dfrtp_1	
max cap viols	0	
# diodes	0	
Port Buffers	20	
Slew headroom	0.574	
WL/cell	11.4	µm
count of final setup violators	0	
R2R Path End	r1.rego[0]	
Critical Path RT	2.80	ns
## state kept, by name (all words and copies together), names as in the netlist, 3 cells and up
name and count:
g1.rx_counter 13, g1.tx_counter 13, r1.r_out 8, r1.rego 8, t1.rego 8, t1.state 4
r1.check 3, r1.state 3, t1.check 3
## worst min path at each step
stage	slack, ns	end	cells past startpoint	start
finish	0.30	t1.check[2]	1	rst
global route	0.33	t1.check[2]	1	rst
CTS	0.32	t1.check[2]	1	rst
## synth_stat cells (2+ instances only)
cell type | number | area share
dfrtp_1 | 66 | 0.56
ha_1 | 9 | 0.038
xnor2_1 | 11 | 0.032
nand3b_1 | 2 | 0.0050
inv_1 | 11 | 0.014
a22o_1 | 5 | 0.015
a21oi_1 | 4 | 0.0067
nand2b_1 | 3 | 0.0063
xor2_1 | 9 | 0.027
o21ai_0 | 9 | 0.015
a32o_1 | 2 | 0.0067
nor2_1 | 15 | 0.019
and3_1 | 2 | 0.0042
a21boi_0 | 6 | 0.015
and2_1 | 2 | 0.0042
nor2b_1 | 2 | 0.0042
dfstp_2 | 3 | 0.027
mux2i_1 | 3 | 0.010
or4_1 | 2 | 0.0050
nor3_1 | 6 | 0.010
nand2_1 | 19 | 0.024
mux2_2 | 17 | 0.064
nand4_1 | 9 | 0.019
clkbuf_1 | 2 | 0.0025
nand3_1 | 11 | 0.019
o22ai_1 | 2 | 0.0042
## kinds of logic after synthesis
logic type	share of synthesized area
adder cells (fa/ha/maj)	0.0379
AND-OR/OR-AND	0.0690
multiplexers	0.0820
flip-flops	0.582
XOR/XNOR	0.0589
buffers and inverters	0.0164
AND/OR/NAND/NOR	0.154
## stage by stage
stage	util	hold slack (ns)	cell area (µm²)	total power, mW
after floorplan	-	0.385	2970	0.813
after global placement	0.355	0.398	3340	0.842
after detailed placement	0.355	0.405	3340	0.842
after CTS	0.376	0.315	3540	1.49
after global routing	0.376	0.332	3540	1.53
final	0.376	0.305	3540	1.47
## power groups by stage
stage | Clock [mW] | Combinational (mW) | Sequential (mW)
4_1_cts | 0.664 | 0.0297 | 0.797
5_1_grt | 0.702 | 0.0327 | 0.797
6_report | 0.648 | 0.0277 | 0.797
## layout make-up
cell class / instances / share of cell area
Inverter: 11 / 0.0117
Tap cell: 129 / 0.0456
Sequential cell: 69 / 0.489
Multi-Input combinational cell: 163 / 0.338
Clock inverter: 5 / 0.0166
Clock buffer: 11 / 0.0400
Timing Repair Buffer: 22 / 0.0594
## layer usage
metal  vias up  track usage  wire (µm)
li1        933            -          -
met1       900        0.168       2430
met2        33        0.145       1990
met3         9       0.0196        183
met4         0       0.0223         88
met5         -            0          0
Power and IR drop assume default switching activity.
