File: config.mk
export PLATFORM = sky130hd
export DESIGN_NAME = SPI_TopModule
export DESIGN_NICKNAME = SPI_TopModule
export VERILOG_FILES = /design/flow/design.v
export SDC_FILE = /design/flow/constraint.sdc
export NUM_CORES = 4
export LEC_CHECK = 1
export CORE_UTILIZATION = 50
File: constraint.sdc
current_design SPI_TopModule

set clk_period 3.6
set clk_io_pct 0.2

create_clock -name clk0 -period $clk_period [get_ports {clk}]

set non_clock_inputs [all_inputs -no_clocks]
set_input_delay [expr $clk_period * $clk_io_pct] -clock clk0 $non_clock_inputs
set_output_delay [expr $clk_period * $clk_io_pct] -clock clk0 [all_outputs]
File: design.v
module SPI_master #(
    parameter SPI_mode = 0,
    parameter Clk_div = 4,
    parameter Data_width = 8
)(
    input clk,
    input rst,
    input [7:0] i_TX_data,
    input i_TX_start,
    input i_SPI_miso,
    output reg o_SPI_mosi,
    output reg i_TX_cs,
    output reg i_SPI_sclk,
    output reg i_TX_done,
    output reg [Data_width-1:0] o_RX_out
);
    reg [$clog2(Clk_div)-1:0] i_SPI_clk_count;
    reg sclk_int;
    parameter IDLE = 2'b00,
              START = 2'b01,
              TRANSFER = 2'b10,
              STOP = 2'b11;
    reg [1:0] state, nxt_state;
    reg [$clog2(Data_width):0] counter,counter1;
    reg [Data_width-1:0] hold_reg, rx_reg;
    wire cpol = (SPI_mode == 2) | (SPI_mode == 3);
    wire cpha = (SPI_mode == 1) | (SPI_mode == 3);
    always @(posedge clk or negedge rst) begin
        if (!rst) begin
            i_SPI_clk_count <= 0;
            sclk_int <= 0;
        end else if (state == TRANSFER) begin
            if (i_SPI_clk_count == Clk_div - 1) begin
                i_SPI_clk_count <= 0;
                sclk_int <= ~sclk_int;
            end else begin
                i_SPI_clk_count <= i_SPI_clk_count + 1;
            end
        end else begin
            sclk_int <= cpol;
            i_SPI_clk_count <= 0;
        end
    end
    always @(*) begin
        i_SPI_sclk = sclk_int ^ cpol;
    end
    always @(posedge clk or negedge rst) begin
        if (!rst)
            state <= IDLE;
        else
            state <= nxt_state;
    end
    always @(posedge clk or negedge rst) begin
        if (!rst) begin
            counter <= 0;
            counter1 <=0;
            hold_reg <= 0;
            rx_reg <= 0;
            o_SPI_mosi <= 0;
            i_TX_cs <= 1'b1;
            i_TX_done <= 1'b0;
            o_RX_out <= 0;
            nxt_state <= IDLE;
        end else begin
            case (state)
                IDLE: begin
                    i_TX_cs <= 1'b1;
                    i_TX_done <= 1'b0;
                    if (i_TX_start) begin
                        hold_reg <= i_TX_data;
                        counter <= 0;
                        counter1 <= 0;
                        nxt_state <= START;
                    end else begin
                        nxt_state <= IDLE;
                    end
                end
                START: begin
                    i_TX_cs <= 1'b0;
                    if (!cpha) begin
                        o_SPI_mosi <= hold_reg[Data_width - 1];  
                    end
                    nxt_state <= TRANSFER;
                end
                TRANSFER: begin
                    if (i_SPI_clk_count == Clk_div - 1) begin
                        if (sclk_int == cpha) begin
                            rx_reg <= {rx_reg[Data_width - 2:0], i_SPI_miso};  
                            counter1 <= counter1+1;
                        end else begin
                            o_SPI_mosi <= (!cpha) ? hold_reg[Data_width - 2] : hold_reg[Data_width - 1] ;  
                            hold_reg <= {hold_reg[Data_width - 2:0], 1'b0};  
                            counter <= counter + 1;
                        end
                    end
                     if ((counter == Data_width ) && (counter1 == Data_width )) begin
                                nxt_state <= STOP;
                            end
                end
                STOP: begin
                    i_TX_cs <= 1'b1;
                    i_TX_done <= 1'b1;
                    o_RX_out <= rx_reg;
                    nxt_state <= IDLE;
                end
            endcase
        end
    end
endmodule
module SPI_slave #(
    parameter SPI_mode = 0,
    parameter Data_width = 8
)(
    input clk,
    input rst,
    input i_TX_mosi,
    input i_TX_sclk,
    input i_RX_cs,
    input [Data_width-1:0] i_RX_data,
    output reg i_RX_miso,
    output reg [Data_width-1:0] i_RX_dataout,
    output reg i_RX_done
);
    parameter IDLE    = 2'b00,
              START   = 2'b01,
              TRANSFER= 2'b10,
              STOP    = 2'b11;
    reg [1:0] state, nxt_state;
    reg [Data_width-1:0] tx_reg, rx_reg;
    reg [$clog2(Data_width):0] counter,counter1;
    wire cpol = (SPI_mode == 2) || (SPI_mode == 3);
    wire cpha = (SPI_mode == 1) || (SPI_mode == 3);
    reg i_TX_sclk_prev;
    wire rising_edge = (i_TX_sclk_prev == 0) && (i_TX_sclk == 1);
    wire falling_edge = (i_TX_sclk_prev == 1) && (i_TX_sclk == 0);
    wire sample_edge = (cpol ^ cpha) ? falling_edge : rising_edge;
    wire shift_edge  = (cpol ^ cpha) ? rising_edge  : falling_edge;
    always @(posedge clk or negedge rst) begin
        if (!rst)
            i_TX_sclk_prev <= cpol;
        else
            i_TX_sclk_prev <= i_TX_sclk;
    end
    always @(posedge clk or negedge rst) begin
        if (!rst)
            state <= IDLE;
        else
            state <= nxt_state;
    end
    always @(posedge clk or negedge rst) begin
        if (!rst) begin
            i_RX_miso     <= 0;
            i_RX_dataout  <= 0;
            i_RX_done     <= 0;
            tx_reg        <= 0;
            rx_reg        <= 0;
            counter       <= 0;
            counter1      <= 0;
            nxt_state     <= IDLE;
        end else begin
            case (state)
                IDLE: begin
                    i_RX_done <= 0;
                    counter   <= 0;
                    counter1 <=0;
                    if (!i_RX_cs) begin
                        tx_reg    <= i_RX_data;
                        nxt_state <= START;
                    end else begin
                        nxt_state <= IDLE;
                    end
                end
                START: begin
                    if (!cpha) begin
                        i_RX_miso <= tx_reg[Data_width - 1];  
                    end
                    nxt_state <= TRANSFER;
                end
                TRANSFER: begin
                        if (sample_edge) begin
                            rx_reg <= {rx_reg[Data_width - 2:0], i_TX_mosi};
                            counter <= counter + 1;
                        end
                        if (shift_edge) begin
                            i_RX_miso <= (!cpha) ? tx_reg[Data_width - 2]: tx_reg[Data_width - 1];
                            tx_reg    <= {tx_reg[Data_width - 2:0], 1'b0};
                            counter1 <=counter1 + 1;
                        end
                       if (((counter == Data_width ) && (counter1 == Data_width ))) begin
                                nxt_state <= STOP;
                       end
                end
                STOP: begin
                    i_RX_dataout <= rx_reg;
                    i_RX_done    <= 1;
                    nxt_state    <= IDLE;
                end
            endcase
        end
    end
endmodule
module SPI_TopModule #(
    parameter SPI_mode   = 0,
    parameter Clk_div    = 4,
    parameter Data_width = 8
)(
    input clk,
    input rst,
    input [Data_width-1:0] i_master_data,
    input [Data_width-1:0] i_slave_data,
    input i_start,
    output [Data_width-1:0] o_slave_out,
    output [Data_width-1:0] o_master_out,
    output o_master_done,
    output o_slave_done
);
    wire o_TX_mosi;
    wire o_RX_miso;
    wire SPI_sclk;
    wire SPI_cs;
    SPI_master #(
        .SPI_mode(SPI_mode),
        .Clk_div(Clk_div),
        .Data_width(Data_width)
    ) u_spi_master (
        .clk(clk),
        .rst(rst),
        .i_TX_data(i_master_data),
        .i_TX_start(i_start),
        .i_SPI_miso(o_RX_miso),
        .o_SPI_mosi(o_TX_mosi),
        .i_TX_cs(SPI_cs),
        .i_SPI_sclk(SPI_sclk),
        .i_TX_done(o_master_done),
        .o_RX_out(o_master_out)
    );
    SPI_slave #(
        .SPI_mode(SPI_mode),
        .Data_width(Data_width)
    ) u_spi_slave (
        .clk(clk),
        .rst(rst),
        .i_TX_mosi(o_TX_mosi),
        .i_TX_sclk(SPI_sclk),
        .i_RX_cs(SPI_cs),
        .i_RX_data(i_slave_data),
        .i_RX_miso(o_RX_miso),
        .i_RX_dataout(o_slave_out),
        .i_RX_done(o_slave_done)
    );
endmodule
File: run.sh
#!/bin/bash
# OpenROAD 26Q1-2900-gdf79404cd8, Yosys 0.63+post, stock flow scripts
make -C /OpenROAD-flow-scripts/flow DESIGN_CONFIG=/design/flow/config.mk WORK_HOME=/design/flow/orfs finish
==> job_summary.md <==
## Implementation flow summary

| Metric | Value |
|---|---|
| Outcome | complete, no violations |
| Drt first-iter violations | 110 |
| RSZ-0062 raised after global routing | no |
| Clk_skew | 0.009113 ns |
| Placed Area | 4108 sq um |
| Die W | 87.73 um |
| Fin crit share | 0.5907 |
| Init Core Util | 0.5292 |
| Max Fanout on Critical Path | 18 |
| GRT met3 Usage | 0.03531 |
| Global placement routability congestion | 0.7786 |
| CTS tree | yes |
| Clock sinks | 81 |
| GR Overflow Total | 0 |
| Hold Fails Final Rpt | 0 |
| Final setup viols | 0 |
| GRT busiest layer | met1 |
| Die area | 7697 sq um |
| Syn Inst Count | 319 |
| DRC | 0 |
| Design area | between 4000 and 5000 sq um |
| WS Path Type | reg -> reg |
| Startpoint types | flip-flop |
| Worst slew margin | 0.5357 |
| Seq share, synth | 0.5519 |
| Syn Area/Cell | roughly 12 sq um |
| DR pass1 iterations | 4 |
| Max Cap Viol | 0 |
| Commonest non-fill, non-tap cells in the layout | dfrtp_1, nand2_1, clkdlybuf4s50_1 |
| Post-CTS setup buffers | 0 |
| Synth Cell Area | 3675 sq um |
| Antenna violations before repair | 0 |
| F_max | 470.3 MHz |
| Yosys Warn Count | 2 |
| Global Route met1 Usage | 0.2939 |
| Max H-tree Level | 3 |
| Setup TNS Final | 0 ns |
| Actual slew at the worst max-slew pin | 0.6964 ns |
| CP required | roughly 3.8 ns |
| Root buffer cell | clkbuf_8 |
| WL per Instance | 13.16 um |
| Final min period | 2.127 ns |
| Top cell excl fill/tap | dfrtp_1 |
| Largest net degree at the start of global routing | 56 |
| Vias in the first global route | 2230 |
| HP Class | reg -> reg |
| Global-route track usage on met2 | 0.2727 |
| Diodes inserted | 0 |
| Worst vdd ir | about 0.37 mV |
| Flops after synth | just over 80 |
| First-pass GRT wire length | around 10 mm |
| Cell area power density | 744.1 nW/um^2 |
| Cts hold-fix bufs | 0 |
| Count of tool warnings | 37 |
| Ys cells | roughly 320 |
| Layout cells sized above 1 | 0.1657 |
| Post-CTS sizing | 0 |
| Core box area | between 6000 and 7000 sq um |
| Setup WS post-layout | 1.474 ns |
| I/O pin count | 37 |
| Crit path DAT | 2.36 ns |
| Clock transition at path regs | ~0.090 ns |
| Clk latency late pin | about 0.35 ns |
| Die height | 87.73 um |
| Drt via density | just over 5 |
| Drt total wl | 6.028 mm |
| Post-synth EDFFs | 0 |
| Vias | 2318 |
| Asr flop ratio synth | 1.000 |
| Area Growth Syn to Fin | 17.30% |
| Core Util, Final | 0.6207 |
| Synth Flop Type | dfrtp_1 |
| Hpwl dp | 3.961 mm |
| Cell Type Count | 37 |
| Cts bufs inserted | 9 |
| Max-slew violation count | 0 |
| Pre-CTS setup slack | roughly 1.5 ns |
| Cell Rows | 30 |
| Yosys chip area | 3675 sq um |
| Maximum clock path buffer count | 2 |
| Flop-to-flop setup slack | 1.47 ns |
| LEAKAGE | 0.002022 uW |
| Overall routing resource usage | 0.1797 |
| Worst setup EP type | flip-flop |
| Antenna-violating nets left | 0 |
| # port buffers | 36 |
-- cells by family (layout without fill, tap and decap cells) --
| group | after synthesis | in the layout | synth area share |
|---|---|---|---|
| compound gates | 40 | 40 | 0.06504 |
| fa+ha+maj | 18 | 18 | 0.06129 |
| simple gates | 101 | 101 | 0.1369 |
| mux | 49 | 49 | 0.1440 |
| flops | 81 | 81 | 0.5519 |
| buf+inv | 27 | 70 | 0.03371 |
| xor+xnor | 3 | 3 | 0.007151 |
-- worst paths after layout --
path	to	from	cells past startpoint
max	u_spi_master.counter[3]	u_spi_master.state[0]	7
min	u_spi_slave.state[1]	u_spi_slave.nxt_state[1]	0
max reg2reg	u_spi_master.counter[3]	u_spi_master.state[0]	7
min reg2reg	u_spi_slave.state[1]	u_spi_slave.nxt_state[1]	0
max in group asynchronous	u_spi_master.counter1[1]	rst	2
min in group asynchronous	u_spi_slave.tx_reg[2]	rst	1
-- critical path, cell delays in order, from the launching register on --
cell and delay, ns:
dfrtp_1 0.40, inv_1 0.11, ha_1 0.34, buf_4 0.29, mux2_2 0.24, nand3_2 0.27
o21ai_0 0.25, o31ai_1 0.09
-- per-layer routing --
metal | part of all wire | vias up
li1 | - | 1166
met1 | 0.51 | 1111
met2 | 0.44 | 32
met3 | 0.035 | 9
met4 | 0.016 | 0
met5 | 0 | -
-- synthesized netlist by cell type (2+ instances only) --
master | n | area share
nand4_1 | 3 | 0.0051
nor2b_1 | 4 | 0.0068
nand2b_1 | 5 | 0.0085
nor3_1 | 2 | 0.0027
nand3b_1 | 2 | 0.0041
nand3_1 | 11 | 0.015
nand3_2 | 2 | 0.0054
ha_1 | 18 | 0.061
and2_1 | 4 | 0.0068
o31ai_1 | 4 | 0.0082
o21ai_1 | 2 | 0.0027
buf_2 | 6 | 0.0082
buf_4 | 2 | 0.0041
xor2_1 | 3 | 0.0072
dfrtp_1 | 80 | 0.54
mux2i_1 | 18 | 0.049
inv_1 | 15 | 0.015
mux2_2 | 31 | 0.095
o21ai_0 | 18 | 0.025
and3b_1 | 2 | 0.0048
clkbuf_1 | 3 | 0.0031
nand2_1 | 46 | 0.047
a21oi_1 | 11 | 0.015
a21oi_2 | 2 | 0.0048
nor2_1 | 13 | 0.013
-- metrics by stage --
stage	std cells	hold WS, ns	total power [uW]
after floorplan	319	0.3486	2269
after global placement	442	0.3538	2540
after detailed placement	442	0.3574	2559
after CTS	458	0.3713	3255
after global routing	458	0.3840	3453
final	458	0.3722	3207
-- report_power, final --
group	switching [uW]	internal, uW	leakage, uW
Clock	355	326	0.0000925
Sequential	176	1180	0.00106
Combinational	613	555	0.000873
Total	1140	2060	0.00202
-- layout make-up --
type                    instances  area [sq um]
inverters                      15         56.30
well taps                      96         120.1
flip-flops and latches         81          2028
repair buffers                 39         380.4
clock buffers                   9         123.9
multi-input cells             211          1523
fillers                       555          2634
clock inverters                 7         78.83
No activity file was given, so power comes from the tool's default toggle rates.
